--- ./config.mk ---
export PLATFORM = sky130hd
export DESIGN_NAME = uart_top
export DESIGN_NICKNAME = uart_top
export VERILOG_FILES = /design/flow/design.v
export SDC_FILE = /design/flow/constraint.sdc
export NUM_CORES = 4
export LEC_CHECK = 1
export CORE_UTILIZATION = 50
--- ./constraint.sdc ---
current_design uart_top

set clk_period 2.0
set clk_io_pct 0.2

create_clock -name clk0 -period $clk_period [get_ports {clk}]

set non_clock_inputs [all_inputs -no_clocks]
set_input_delay [expr $clk_period * $clk_io_pct] -clock clk0 $non_clock_inputs
set_output_delay [expr $clk_period * $clk_io_pct] -clock clk0 [all_outputs]
--- ./design.v ---
module baud_gen #(
    parameter BAUD_RATE = 9600
)(
    input wire clk,
    input wire reset,
    output reg txClock,
    output reg rxClock
);
    parameter F_CLOCK = 100_000_000;
    parameter DIVISOR = F_CLOCK / (BAUD_RATE * 8);
    reg [31:0] txcounter;
    reg [31:0] rxcounter;
    always @(posedge clk or posedge reset) begin
        if (reset) begin
            txcounter <= 0;
            rxcounter <= 0;
            txClock <= 0;
            rxClock <= 0;
        end else begin
            if (txcounter >= DIVISOR*8) begin
                txcounter <= 0;
                txClock <= ~txClock;
            end else begin
                txcounter <= txcounter + 1;
            end
            if (rxcounter >= (DIVISOR)) begin
                rxcounter <= 0;
                rxClock <= ~rxClock;
            end else begin
                rxcounter <= rxcounter + 1;
            end
        end
    end
endmodule
module uart_rx #(
    parameter IDLE = 2'b00,
    parameter START = 2'b01,
    parameter DATA = 2'b10,
    parameter STOP = 2'b11
) (
    input wire clk,           
    input wire reset,         
    input wire rx_en,         
    input wire rx_data_in,    
    output reg [7:0] rx_data_out,   
    output reg start,         
    output reg busy,          
    output reg done           
);
    reg [1:0] state;
    reg [2:0] sample_count;   
    reg [2:0] bit_count;      
    reg [7:0] shift_reg;      
    reg [3:0] ones_count;     
    always @(posedge clk or posedge reset) begin
        if (reset) begin
            state <= IDLE;
            sample_count <= 0;
            bit_count <= 0;
            shift_reg <= 0;
            ones_count <= 0;
            start <= 0;
            busy <= 0;
            done <= 0;
            rx_data_out <= 0;
        end else begin
            case (state)
                IDLE: begin
                    start <= 0;
                    busy <= 0;
                    done <= 0;
                    bit_count <= 0;
                    ones_count <= 0;
                    shift_reg <= 0;
                    if (rx_en && !rx_data_in) begin
                        state <= START;
                        sample_count <= 0;
                    end
                end
                START: begin
                    start <= 1;
                    busy <= 1;
                    done <= 0;
                    if (sample_count == 3'd3) begin
                        state <= DATA;
                        sample_count <= 0;
                        bit_count <= 0;
                        ones_count <= 0;
                    end else begin
                        sample_count <= sample_count + 1;
                    end
                end
                DATA: begin
                    start <= 0;
                    busy <= 1;
                    done <= 0;
                    if (sample_count == 3'd7) begin
                        if (ones_count >= 4)
                            shift_reg[bit_count] <= 1'b1;
                        else
                            shift_reg[bit_count] <= 1'b0;
                        ones_count <= 0;
                        sample_count <= 0;
                        if (bit_count == 3'd7) begin
                            state <= STOP;
                        end else begin
                            bit_count <= bit_count + 1;
                        end
                    end else begin
                        if (rx_data_in)
                            ones_count <= ones_count + 1;
                            sample_count <= sample_count + 1;
                    end
                end
                STOP: begin
                    start <= 0;
                    busy <= 1;
                    done <= 1;
                    if (sample_count == 3'd7) begin
                        state <= IDLE;
                        rx_data_out <= shift_reg;
                        done <= 1;
                        busy <= 1;
                    end else begin
                        sample_count <= sample_count + 1;
                    end
                end
                default: state <= IDLE;
            endcase
        end
    end
endmodule
module uart_top 
#(
    parameter BAUD_RATE = 115200
)
(
    input wire clk,
    input wire reset,
    input wire tx_en,
    input wire rx_en,
    input wire [7:0] data_in,
    output wire [7:0] data_out,
    output wire tx_busy,
    output wire rx_busy,
    output wire tx_done,
    output wire rx_done,
    output wire tx_start,
    output wire rx_start
);
    wire rxClock, txClock;
    wire tx_out;
    baud_gen #(
        .BAUD_RATE(BAUD_RATE)
    ) baud_gen_inst (
        .clk(clk),
        .reset(reset),
        .rxClock(rxClock),
        .txClock(txClock)
    );
    uart_tx uart_tx_inst (
        .clk(txClock),
        .reset(reset),
        .tx_en(tx_en),
        .tx_data_in(data_in),
        .tx_data_out(tx_out),
        .start(tx_start),
        .busy(tx_busy),
        .done(tx_done)
    );
    uart_rx uart_rx_inst (
        .clk(rxClock),
        .reset(reset),
        .rx_en(rx_en),
        .rx_data_in(tx_out),
        .rx_data_out(data_out),
        .start(rx_start),
        .busy(rx_busy),
        .done(rx_done)
    );
endmodule
module uart_tx #(
    parameter IDLE = 2'b00,
    parameter START = 2'b01,
    parameter DATA = 2'b10,
    parameter STOP = 2'b11
) (
    input wire clk,
    input wire reset,
    input wire tx_en,
    input wire [7:0] tx_data_in,
    output reg tx_data_out,
    output reg start,
    output reg busy,
    output reg done
);
    reg [2:0] bit_count;
    reg [7:0] shift_reg;
    reg [1:0] state;
    always @(posedge clk or posedge reset) begin
        if (reset) begin
            state <= IDLE;
            bit_count <= 0;
            shift_reg <= 0;
            start <= 0;
            busy <= 0;
            done <= 0;
            tx_data_out <= 1;
        end else begin
            case (state)
                IDLE: begin
                    if (tx_en) begin
                        state <= START;
                        tx_data_out <= 1;  
                        start <= 0;
                        busy <= 0;
                        done <= 0;
                        shift_reg <= tx_data_in;
                        bit_count <= 0;
                    end else begin
                        state <= IDLE;
                    end
                end
                START: begin
                    state <= DATA;
                    start <= 1;
                    busy <= 1;
                    done <= 0;
                    tx_data_out <= 0;  
                    bit_count <= 0;
                end
                DATA: begin
                    start <= 0;
                    busy <= 1;
                    done <= 0;
                    shift_reg <= {1'b0, shift_reg[7:1]};  
                    tx_data_out <= shift_reg[0];  
                    bit_count <= bit_count + 1;
                    if (&bit_count) begin
                        state <= STOP;
                    end
                end
                STOP: begin
                    start <= 0;
                    busy <= 1;
                    done <= 1;
                    tx_data_out <= 1;  
                    state <= IDLE;
                end
                default: begin
                    state <= IDLE;
                end
            endcase
        end
    end
endmodule
--- ./run.sh ---
#!/bin/bash
# OpenROAD 26Q1-2900-gdf79404cd8, Yosys 0.63+post, stock flow scripts
make -C /OpenROAD-flow-scripts/flow DESIGN_CONFIG=/design/flow/config.mk WORK_HOME=/design/flow/orfs finish
==> deck_impl_summary.md <==
Key Metrics from the Run

Final timing
  – Setup WS post-layout: approximately 0.37 ns
  – Register pins left without a clock: 52
  – Final Hold Vio Count: 0
  – Max Slew Vio Count: 0
  – Minimum clock period: 1.63 ns
  – RSZ-0062 raised after global routing: no
  – Endpoints left unconstrained: ~66
  – Final setup fails: 0
  – Worst slew margin: 59.2%
  – Setup Skew: 0.00733 ns
  – Total negative slack: 0 ns
  – Final period util: around four fifths
  – Slew @ Worst Pin: 0.612 ns
  – Fmax: 0.613 GHz

Yosys
  – Synth Area in XOR/XNOR: 3.66%
  – Seq share, synth: 65.0%
  – Number of cells in Yosys stat: approximately 360
  – Post-Syn Instances: 363
  – Largest family of logic cells by area: simple AND/OR/NAND/NOR gates
  – Mux cell area share: 3.44%
  – EDFF count, synth: 0
  – Async SR Flop Fraction: 100%
  – Synth Area in Adders: 4.67%
  – Synth Flop Type: dfrtp_1
  – And+or+nand+nor area frac: a little under an eighth
  – Mapped Area: 4550 um2
  – Synthesis Warnings: 3
  – Synthesis area per yosys: around 4600 um2
  – Unique cell types: 42
  – Compound Share, Synth: 9.37%
  – Synthesized area per cell: between 10 and 15 um2
  – Synth area leader: dfrtp_1
  – Ys flops: 118
  – Yosys top cell area share: 63.2%
  – Top cells, area: dfrtp_1 (63%), ha_1 (4.7%), mux2_2 (3.2%), nor2_1 (2.7%), a22o_1 (2.3%)

Routing
  – First-pass DRT Iterations: 4
  – Iteration-0 DRC Markers: 58
  – # DRC: 0
  – Routed WL per cell: 11.8 um
  – ANT cells: 0
  – Final ANT Viol Nets: 0
  – Vias per cell: ~4.9
  – Drt total wl: approximately 6500 um
  – Via count: 2690

Critical path
  – Setup CP Type: register to register
  – Slowest cell on crit path: dfrtp_1
  – Critical Path AT: 1.89 ns
  – Biggest cell delay along the critical path: 0.37 ns
  – CP Capture Type: register
  – Critical path buffer and inverter count: 1
  – Worst EP required: 2.26 ns
  – CP max FO: 7
  – Critical-path cell list: nor4_1, and4_1, o2111ai_1, buf_4, nor2_1
  – Critical path startpoint category: register
  – Cell family with most CP delay: simple AND/OR/NAND/NOR gates

Power
  – Net Sw Frac: 20.4%
  – Flop pwr share: 52.5%
  – Leak Pwr: 2.46 nW
  – Worst vdd ir: 0.688 mV
  – Clock Power Share: 44.2%
  – Net Sw Power: approximately 0.54 mW
  – Share of total power in combinational logic: 3.3%
  – Int Power: 2.12 mW
  – Total power: 2.66 mW
  – Pwr dens: 499 nW/um2

CTS
  – CTS buffer count: 9
  – Maximum clock insertion buffer count: 2
  – PostCTS Resize Cnt: 0
  – CTS tree: yes
  – Htree depth: 3
  – Root buffer cell: clkbuf_8
  – Cts hold-fix bufs: 0
  – Reg clk slew, reported paths: 0.07 ns
  – Postcts setup bufs: 0
  – Late-Pin Clk Latency: between 0.3 and 0.4 ns

Outcome
  – Outcome: finished clean

Floorplanning
  – DIE WIDTH: 97.4 um
  – Total core area: 8760 um2
  – Rows: 34
  – Pre-Place Util: 51.9%
  – Ports: 26
  – Die area: 9490 um2
  – Die height: 97.4 um

Final layout
  – Synth-to-Final Area Change: 17.1%
  – Layout cells sized above 1: 8.54%
  – Final Util: 60.8%
  – Design area: around 5300 um2
  – Largest registers: baud_gen_inst.rxcounter: 32 flops, baud_gen_inst.txcounter: 32 flops
  – FILL cells: approximately 700

GRT
  – All-Layer GR Usage: 16.0%
  – Antenna violations before repair: 0
  – First-pass GRT wire length: between 10000 and 15000 um
  – GRT overflow: 0
  – Pin count of the biggest net entering global routing: 79
  – Vias in the first global route: 2700

Placement
  – DP Area: 5110 um2
  – Hpwl dp: roughly 4400 um
  – Routability Congestion: 0.781
  – # port buffers: 25
  – Pre-CTS setup slack: 0.356 ns

Flow run
  – Log Warnings: 35
  – Max-cap violations: 0

Worst hold path
  – Worst Hold Class: register to register
==> final timing paths <==
kind                                                       startpoint                                    end  slack, ns  cells after the start
worst max-delay path            baud_gen_inst.txcounter[31]$_DFF_PP0_   baud_gen_inst.txcounter[9]$_DFF_PP0_       0.37                      5
worst min-delay path                baud_gen_inst.rxClock$_DFFE_PP0P_      baud_gen_inst.rxClock$_DFFE_PP0P_       0.47                      1
worst max register to register  baud_gen_inst.txcounter[31]$_DFF_PP0_   baud_gen_inst.txcounter[9]$_DFF_PP0_       0.37                      5
worst min register to register      baud_gen_inst.rxClock$_DFFE_PP0P_      baud_gen_inst.rxClock$_DFFE_PP0P_       0.47                      1
max in group asynchronous                                       reset   baud_gen_inst.rxcounter[0]$_DFF_PP0_       1.17                      3
min in group asynchronous                                       reset  baud_gen_inst.txcounter[20]$_DFF_PP0_       0.52                      3
==> per-layer routing <==
layer  up-vias  track usage, %  wire [um]
met5         -               0          0
met4         0            1.81         99
met3         9            2.71        145
met2        27            23.9       2810
met1      1279            27.6       3480
li1       1375               -          -
==> cells in the final DEF (no fill, tap or decap), drive strengths merged, types with 2 or more instances in the layout <==
master	count
nor2	33
a21o	4
a21oi	13
nor4	12
and3	6
buf	4
bufinv	2
a22o	12
nand2	23
conb	47
clkdlybuf4s50	25
xor2	12
nor3	2
nor2b	2
o21ai	7
nand4	4
o22ai	14
a32o	4
ha	17
dfstp	3
nand2b	4
xnor2	7
clkbuf	10
a31oi	2
nand3	10
clkinvlp	2
or3	4
inv	19
clkinv	2
mux2	13
dfrtp	115
==> cell usage after synthesis (3+ instances only) <==
cell type    n
nand2b_1     4
and3_1       6
nand4_1      4
dfrtp_1    115
nand3_1     10
nor2_1      33
o22ai_1     14
or3_1        3
a21oi_1     13
mux2_2      13
inv_1       19
xnor2_1      7
a21o_1       4
xor2_1      12
a32o_1       4
dfstp_2      3
o21ai_0      6
ha_1        17
nand2_1     23
nor4_1      11
a22o_1      12
clkbuf_1     6
==> per-stage QoR <==
step	instances	hold slack (ns)
detailed placement	537	0.457
floorplan	409	0.454
global placement	537	0.458
CTS	553	0.471
finish	553	0.470
global route	553	0.508
==> power by group through the flow <==
stage	clock [mW]	combinational (mW)	sequential, mW
CTS	1.22	0.0941	1.40
global route	1.28	0.106	1.40
finish	1.18	0.0885	1.40
==> area by class of cell <==
cell class              count  area [um2]  area share (%)
repair buffers             29         293            5.49
inverters                  19        75.1            1.41
clock buffers              10         128            2.39
well taps                 108         135            2.54
clock inverters             6        90.1            1.69
multi-input cells         263        1650            31.0
flip-flops and latches    118        2960            55.5
==> cell families after synthesis <==
family,Yosys count
buf+inv,28
mux,14
xor+xnor,19
simple gates,104
compound gates,62
flops,118
other cells,1
fa+ha+maj,17
No activity file was given, so power comes from the tool's default toggle rates.
